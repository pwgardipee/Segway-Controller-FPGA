`design/flow/run.sh`:
```
#!/bin/bash
# OpenROAD 26Q1-2900-gdf79404cd8, Yosys 0.63+post, stock flow scripts
make -C /OpenROAD-flow-scripts/flow DESIGN_CONFIG=/design/flow/config.mk WORK_HOME=/design/flow/orfs finish
```
`design/flow/design.v`:
```
module UART_tx(clk, rst_n, TX, trmt, tx_data, tx_done);
	typedef enum reg {IDLE, ACTIVE} state_t;
	state_t state, next_state;
	input clk, rst_n;
	input trmt;
	input [7:0] tx_data;
	output reg tx_done;
	output TX;
	reg [8:0] TX_DATA;
	reg [11:0] baud_counter;
	reg [3:0] tx_counter;
	logic rst_baud_counter, rst_tx_counter, load_sr, shift;
	always_ff @(posedge clk, negedge rst_n)
		if(!rst_n)
			state <= IDLE;
		else
			state <= next_state;
	always_ff @(posedge clk, negedge rst_n)
		if(!rst_n)
			baud_counter <= 11'h000;
		else if(rst_baud_counter)
			baud_counter <= 11'h000;
		else if(state == ACTIVE)
			baud_counter <= baud_counter + 1;
	always_ff @(posedge clk, negedge rst_n)
		if(!rst_n)
			tx_counter <= 4'h0;
		else if(rst_tx_counter)
			tx_counter <= 4'h0;
		else if(shift)
			tx_counter <= tx_counter + 1;
	always_ff @(posedge clk, negedge rst_n)
		if(!rst_n)
			TX_DATA <= 9'h1ff;
		else if(load_sr)
			TX_DATA <= {tx_data, 1'b0};
		else if(shift)
			TX_DATA <= {1'b1, TX_DATA[8:1]};
	always_ff @(posedge clk, negedge rst_n) begin
		if(!rst_n)
			tx_done <= 1'b0;
		else if(state == IDLE && next_state == ACTIVE)
			tx_done <= 1'b0;
		else if(state == ACTIVE && next_state == IDLE)
			tx_done <= 1'b1;
	end
	assign TX = TX_DATA[0];		
	always_comb begin
		rst_baud_counter = 1'b0;
		rst_tx_counter = 1'b0;
		load_sr = 1'b0;
		shift = 1'b0;
		next_state = ACTIVE;
		case(state)
			IDLE : if(trmt) begin
				rst_tx_counter = 1'b1;
				rst_baud_counter = 1'b1;
				load_sr = 1'b1;
			end else begin
				next_state = IDLE;
			end
			ACTIVE : if(baud_counter == 2604) begin
				rst_baud_counter = 1'b1;
				shift = 1'b1;				
			end else if(tx_counter == 9) begin
				next_state = IDLE;
			end
		endcase
	end
endmodule
```
`design/flow/config.mk`:
```
export PLATFORM = sky130hd
export DESIGN_NAME = UART_tx
export DESIGN_NICKNAME = UART_tx
export VERILOG_FILES = /design/flow/design.v
export SDC_FILE = /design/flow/constraint.sdc
export NUM_CORES = 4
export LEC_CHECK = 1
export CORE_UTILIZATION = 30
```
`design/flow/constraint.sdc`:
```
current_design UART_tx

set clk_period 2.6
set clk_io_pct 0.2

create_clock -name clk0 -period $clk_period [get_ports {clk}]

set non_clock_inputs [all_inputs -no_clocks]
set_input_delay [expr $clk_period * $clk_io_pct] -clock clk0 $non_clock_inputs
set_output_delay [expr $clk_period * $clk_io_pct] -clock clk0 [all_outputs]
```
==> flow_metrics.tcl <==
# place-and-route summary
set metrics [dict create \
    status "finished clean" \
    drc 0 \
    worst_setup_path_start_kind "flop" \
    synth_area_um2 1310 \
    cts_tree "done" \
    met1_usage_pct 19.8 \
    root_buffer "clkbuf_8" \
    fin_util_pct 37.9 \
    io_pins 13 \
    n_fill_cell 412 \
    critPathRequiredTime_ns 2.79 \
    power.density_nw_per_um2 879 \
    final_cell_area_um2 1560 \
    cap_viol_max_count 0 \
    antennaDiodeCount 0 \
    antenna_found_initial 0 \
    dp_slack_ns 0.481 \
    portBuffers 12 \
    crit_type "reg -> reg" \
    grtUsageMet3_pct 2.70 \
    clock_path_buffers 2 \
    grt_max_degree 28 \
    peakVddDrop_v 0.000495 \
    dp_cells 204 \
    lay_top_cells "23 x nand3_1, 19 x nand2_1, 18 x dfrtp_1" \
    gr-usage-all-layers_pct 12.9 \
    power.leakage_nw 0.641 \
    netlist_top_cells_area "dfrtp_1 34%, dfstp_2 18%, nand3_1 8.8%" \
    r2r_slack_ns 0.44 \
    grt_pass1_vias 1007 \
    clk_pin_slew_ns 0.09 \
    hold_class "reg -> reg" \
    finClkSkew_ns 0.00519 \
    areaGrowthSynthToFinish_pct 18.7 \
    place_area_um2 1510 \
    layout-drive-gt1-share_pct 10.8 \
    die_w_um 68.2 \
    rows 23 \
    clock_latency_ns 0.27 \
    whs_path_depth 2 \
    synth_top_area_share_pct 34.3 \
    dp_hpwl_um 1660 \
    chipArea_um2 4650 \
    fp_util_pct 31.9 \
    hold_ws_ns 0.467 \
    slew_headroom_pct 57.8 \
    netlist_instances 142 \
    edf_count 0 \
    grt_use_met2_pct 20.5 \
    ys_seq_share_pct 52.3 \
    arrival_ns 2.36 \
    drt_iter0_drc 54 \
    tns_ns 0 \
    grt_overflow 0 \
    rsz0062_at_grt "no" \
    via_per_inst 4.96 \
    drt_pass1_iterations 4 \
    tool_warnings 27 \
    wl_um 2400 \
    vias 1032 \
    cts_resized 0 \
    grt_busiest_layer "met2" \
    async_flop_share_pct 100 \
    coreArea_um2 4120 \
    lay_top_count "nand3_1" \
    layout.cells.non_filler 208 \
    post-cts-setup-buffers 0 \
    r2r_cells 6 \
    fin_crit_ns 2.16 \
    avgSynthCellArea_um2 9.25 \
    ys_area_um2 1310 \
    ys.flop_type "dfrtp_1" \
    place.gp.congestion 0.846 \
    slew_violations 0 \
    tightest_slew_ns 0.626 \
    cts_buffers 3 \
    final.setup.worst_slack_ns 0.438 \
    wl_per_cell_um 11.5 \
    timing.final.hold_violations 0 \
    postCtsHoldBufs 0 \
    die_height_um 68.2 \
    synth-warning-count 1 \
    yosys.area.top_type "dfrtp_1" \
    worst_setup_path_end_kind "flop" \
    setup_viol 0 \
    power_mw 1.37 \
    ant_nets 0 \
    grt_pass1_wl_um 4490 \
    fin_crit_sh_pct 83.2 \
    clkSinkCount 27 \
    cp_max_fo 13 \
    max_freq_mhz 463 \
    ys_ff 27 \
    h-tree-depth 1 \
    yosysUniqueCellTypes 25 \
    ys_cells 142 \
]
## sequential cells by signal (all words and copies together), names as in the netlist
name and flops:
state 1, TX_DATA 9, baud_counter 12, tx_counter 4, tx_done 1
## where the power goes
group	internal [mW]	switching [mW]
combinational	0.187	0.192
sequential	0.625	0.133
clock	0.110	0.124
total	0.921	0.449
## cell type report
| class | instances | area [um2] | area share (%) |
|---|---|---|---|
| flip-flops and latches | 27 | 687 | 44.1 |
| inverters | 8 | 30.0 | 1.93 |
| clock buffers | 4 | 45.0 | 2.89 |
| repair buffers | 17 | 158 | 10.1 |
| multi-input cells | 102 | 577 | 37.0 |
| well taps | 50 | 62.6 | 4.01 |
## worst max-delay path, stage by stage (launching register included)
cell	delay [ns]
dfrtp_1	0.43
inv_1	0.07
ha_1	0.14
nand4bb_1	0.17
or4_1	0.71
or3_1	0.41
a21oi_1	0.15
## cells in the mapped netlist (2+ instances only)
master,count
a21oi_1,2
buf_1,2
clkbuf_1,2
dfrtp_1,18
dfstp_2,9
ha_1,4
inv_1,8
nand2_1,19
nand3_1,23
nand4bb_1,2
nor2_1,15
nor3_1,5
nor4_1,3
o211ai_1,4
o21ai_0,7
or3_1,2
xnor2_1,9
## cells by family after synthesis
kind of cell | count (synthesis) | share of synthesized area (%)
simple gates | 73 | 26.5
flops | 27 | 52.3
compound gates | 15 | 6.95
buf+inv | 13 | 3.81
xor+xnor | 10 | 6.67
fa+ha+maj | 4 | 3.81
## routing by layer
layer	part of all wire, %	vias up	routed length (um)
li1	-	514	-
met1	51	491	1240
met2	43	25	1030
met3	5.2	2	124
met4	0.25	0	6
met5	0	-	0
## path summary, 6_finish.rpt
| check | start | to |
|---|---|---|
| min in group asynchronous | rst_n | baud_counter[11]$_DFFE_PN0P_ |
| hold / removal | TX_DATA[0]$_DFFE_PN1P_ | TX_DATA[0]$_DFFE_PN1P_ |
| max in group asynchronous | rst_n | TX_DATA[3]$_DFFE_PN1P_ |
| setup / recovery | baud_counter[0]$_DFFE_PN0P_ | tx_counter[3]$_DFFE_PN0P_ |
| setup reg to reg | baud_counter[0]$_DFFE_PN0P_ | tx_counter[3]$_DFFE_PN0P_ |
| hold reg to reg | TX_DATA[0]$_DFFE_PN1P_ | TX_DATA[0]$_DFFE_PN1P_ |
Power and IR drop assume default switching activity.
